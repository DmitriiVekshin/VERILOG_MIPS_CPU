**design/flow/run.sh**
```bash
#!/bin/bash
# OpenROAD 26Q1-2900-gdf79404cd8, Yosys 0.63+post, stock flow scripts
make -C /OpenROAD-flow-scripts/flow DESIGN_CONFIG=/design/flow/config.mk WORK_HOME=/design/flow/orfs finish
```
**design/flow/config.mk**
```make
export PLATFORM = sky130hd
export DESIGN_NAME = processor
export DESIGN_NICKNAME = processor
export VERILOG_FILES = /design/flow/design.v
export SDC_FILE = /design/flow/constraint.sdc
export NUM_CORES = 4
export LEC_CHECK = 1
export CORE_UTILIZATION = 50
```
**design/flow/constraint.sdc**
```tcl
current_design processor

set clk_period 16.1
set clk_io_pct 0.2

create_clock -name clk0 -period $clk_period [get_ports {CLK}]

set non_clock_inputs [all_inputs -no_clocks]
set_input_delay [expr $clk_period * $clk_io_pct] -clock clk0 $non_clock_inputs
set_output_delay [expr $clk_period * $clk_io_pct] -clock clk0 [all_outputs]
```
**design/flow/design.v**
```verilog
module processor ( 
		  input         CLK, RESET,
                  output [31:0] PCcurrent, 
                  input  [31:0] instruction, 
                  output        WEmem, 
                  output [31:0] Adres_mem, 
                  output [31:0] WriteData, 
                  input  [31:0] ReadData 
                );
	wire [3:0]  ALUControl; 
   	wire       Destination   ;
   	wire       AluIMMe    ;
    	wire       WEreg;
    	wire       PCSrcJal ;
    	wire       PCSrcJr   ;
	wire	   PCSrcBQ;
	wire MemToReg;
    controller controller_inst (
			instruction,
			ALUControl,
			Destination, 
			AluIMMe, 
			WEmem, 
			MemToReg, 
			WEreg,
			PCSrcJal, 
			PCSrcJr,
			PCSrcBQ
    );
	datapath compliting_instr (
			instruction,
			CLK,
			RESET,
			ReadData,
			ALUControl,
			Destination, 
			AluIMMe, 
			WEmem, 
			MemToReg, 
			WEreg,
			PCSrcJal, 
			PCSrcJr,
			PCSrcBQ,
			PCcurrent,
			Adres_mem,
			WriteData
    );
endmodule
module datapath (
	input [31:0]instruction,
	input CLK,
	input RESET,
	input [31:0]ReadData,
	input [3:0]ALUControl,
	input Destination, 
	input AluIMMe, 
	output WEmem, 
	input MemToReg, 
	input WEreg,
	input PCSrcJal, 
	input PCSrcJr,
	input PCSrcBQ,
	output [31:0]PCcurrent,
	output [31:0]Adres_mem,
	output [31:0]WriteData
);
wire [31:0] PCnext;
wire [31:0] PCjal;
wire [31:0] extimm;
wire [31:0] PCbeq;
wire [31:0] SrcA;
wire [31:0] SrcBtoAlu;
wire [31:0] PCSrcPC;
wire [31:0] ReadDataToReg;
wire [31:0] toWriteReg;
wire [4:0] CurrentRegD;
wire [4:0] defiRegD;
wire Zero;
wire PCSrcBeq;
PCAdder incCouter ( PCcurrent, PCnext);
jaladresmaker makeJaladres ( PCnext, instruction[25:0], PCjal);
signext extention ( instruction[15:0], extimm );
PCbranc makeBQadr ( extimm, PCnext, CLK, PCbeq );
mux2x1_5_dest choose_dest ( instruction[20:16], instruction[15:11], Destination, defiRegD );
mux2x1_JALdest Jal_dest (defiRegD, PCSrcJal, CurrentRegD);
mux2x1_32_ALUBSrc choose_ALUsrc( WriteData, extimm, AluIMMe, SrcBtoAlu); 
Registers redfile( instruction[25:21], instruction[20:16], CurrentRegD, ReadDataToReg, WEreg, CLK, SrcA, WriteData );
ALU32Bit Alu( ALUControl, SrcA, SrcBtoAlu, Adres_mem, Zero );
andbeq detectedBEQflag( Zero, PCSrcBeq);
mux_4to1_32toPC choose_new_PC( PCnext, PCjal, SrcA, PCbeq, PCSrcBeq, PCSrcBQ, PCSrcJr, PCSrcJal, PCSrcPC);
programcounter PC( PCSrcPC, RESET, CLK, PCcurrent );
mux2x1_32tomem choose_SRC_to_reg( Adres_mem, ReadData, MemToReg, toWriteReg);
mux_2x1_32jalwrite choose_normaly_or_JAL_reg( toWriteReg, PCnext, PCSrcJal, ReadDataToReg);
endmodule
module controller(
	input  [31:0] instruction,
	output  [3:0]  ALUControl, 
	output  Destination,
	output  AluIMMe,
	output  WEmem,
	output  MemToReg,
	output  WEreg,
	output  PCSrcJal,
	output  PCSrcJr,
	output  PCSrcBQ
);
decoder decod_inst (
			instruction,
			Destination, 
			AluIMMe, 
			WEmem, 
			MemToReg, 
			WEreg,
			PCSrcJal, 
			PCSrcJr,
			PCSrcBQ
    );
alu_dec alu_comand(
			instruction,
			ALUControl
   );	
endmodule
module alu_dec (
	input  [31:0] instruction     ,
	output [ 3:0] ALUControl
);
	reg [3:0] ALUControl;
	always @(instruction) begin
		casex ({instruction[31:26], instruction[10:0]})
			17'b00000000000100000  : ALUControl = 4'b0010;
			17'b00000000000100010  : ALUControl = 4'b0110;
			17'b00000000000100100  : ALUControl = 4'b0000;
			17'b00000000000100101  : ALUControl = 4'b0001;
			17'b00000000000101010  : ALUControl = 4'b0111;
			17'b001000xxxxxxxxxxx  : ALUControl = 4'b0010; 
			17'b100011xxxxxxxxxxx  : ALUControl = 4'b0010; 
			17'b101011xxxxxxxxxxx  : ALUControl = 4'b0010; 
			17'b000100xxxxxxxxxxx  : ALUControl = 4'b0110;
			17'b01111100000010000  : ALUControl = 4'b1000;
			17'b01111100100010000  : ALUControl = 4'b1001;
			17'b000000xxxxx000100  : ALUControl = 4'b1010;
			17'b00000000000000110  : ALUControl = 4'b1011;
			17'b00000000000000111  : ALUControl = 4'b1100;
			default          : ALUControl = 4'b0010;
		endcase
	end
endmodule
module decoder(
	input  [31:0] instruction, 
	output  Destination,
	output  AluIMMe,
	output  WEmem,
	output  MemToReg,
	output  WEreg,
	output  PCSrcJal,
	output  PCSrcJr,
	output  PCSrcBQ
);
	wire [5:0] opcode;
	assign opcode = instruction[31:26];
	wire [5:0] func;
	assign func = instruction[5:0];
	wire [4:0] sramt;
	assign sramt = instruction[10:6];
	wire is_add = ((opcode == 6'h00) & (func == 6'h20));
	wire is_sub = ((opcode == 6'h00) & (func == 6'h22));
	wire is_and = ((opcode == 6'h00) & (func == 6'h24));
	wire is_or  = ((opcode == 6'h00) & (func == 6'h25));
	wire is_slt = ((opcode == 6'h00) & (func == 6'h2A));
	wire is_sllv = ((opcode == 6'h00) & (func == 6'h04));
	wire is_srlv = ((opcode == 6'h00) & (func == 6'h06));
	wire is_srav = ((opcode == 6'h00) & (func == 6'h07));
	wire is_addu_s = (( opcode == 6'h1f ) & (sramt == 5'h04));			
	wire is_addu = (( opcode == 6'h1f ) & (sramt == 5'h00));
	wire is_lw = (opcode == 6'h23);
	wire is_sw = (opcode == 6'h2B);
	wire is_beq  = (opcode == 6'h04);
	wire is_addi = (opcode == 6'h08);
	wire is_jr    = ( opcode == 6'h07 );
	wire is_jal   = ( opcode == 6'h03 );
	assign PCSrcBQ    = is_beq;
	assign PCSrcJr    = is_jr;
	assign PCSrcJal   = is_jal;
	assign MemToReg = is_lw;
	assign WEmem  = is_sw ;
	assign Destination    = is_add | is_sub | is_and | is_or | is_slt | is_sllv | is_srlv | is_srav | is_addu_s | is_addu;
	assign WEreg  = is_add | is_sub | is_and | is_or | is_slt | is_sllv | is_srlv | is_srav | is_addu_s | is_addu | is_lw  | is_addi;
	assign AluIMMe    = is_addi | is_lw | is_sw;
endmodule	
module ALU32Bit(
	input   [3:0]   ALUControl,   
	input   [31:0]  SrcA, SrcB,	    
	output  reg [31:0]  ALUResult,	
	output  reg     Zero
	);	   
    always @(ALUControl,SrcA,SrcB)	
    begin
		case (ALUControl)
			4'b0000:  
				ALUResult = SrcA & SrcB;				
			4'b0001:  
				ALUResult = SrcA | SrcB;
			4'b0010:  
				begin					
					ALUResult = SrcA + SrcB;
				end
			4'b0011:  
				ALUResult = SrcA ^ SrcB;
			4'b0110:  
					begin
						ALUResult = SrcA - SrcB;
					end
			4'b0111:   
				begin 
						if (SrcA < SrcB)
						begin
							ALUResult = 1 ;
						end
						else
						begin
							ALUResult = 0 ;
						end
				end
			4'b1000:  
				begin
					ALUResult[7:0] = SrcA[6:0] + SrcB[6:0];
					ALUResult[7] = ALUResult[7] ^  (SrcA[7] ^ SrcB[7]);
					ALUResult[15:8] = SrcA[14:8] + SrcB[14:8];
					ALUResult[15] = ALUResult[15] ^  (SrcA[15] ^ SrcB[15]);
					ALUResult[23:16] = SrcA[22:16] + SrcB[22:16];
					ALUResult[23] = ALUResult[23] ^  (SrcA[23] ^ SrcB[23]);
					ALUResult[31:24] = SrcA[30:24] + SrcB[30:24];
					ALUResult[31] = ALUResult[31] ^  (SrcA[31] ^ SrcB[31]);			
				end
			4'b1001: 
				begin
					ALUResult[7:0] = SrcA[6:0] + SrcB[6:0];
					ALUResult[7] = ALUResult[7] ^  (SrcA[7] ^ SrcB[7]);
						if (SrcB[7:0] > ALUResult[7:0] || SrcA[7:0] > ALUResult[7:0])
						begin
						ALUResult[7:0]=8'hff;
						end
					ALUResult[15:8] = SrcA[14:8] + SrcB[14:8];
					ALUResult[15] = ALUResult[15] ^  (SrcA[15] ^ SrcB[15]);
						if (SrcB[15:8] > ALUResult[15:8] || SrcA[15:8] > ALUResult[15:8])
						begin
						ALUResult[15:8]=8'hff;
						end
					ALUResult[23:16] = SrcA[22:16] + SrcB[22:16];
					ALUResult[23] = ALUResult[23] ^  (SrcA[23] ^ SrcB[23]);
						if (SrcB[23:16] > ALUResult[23:16] || SrcA[23:16] > ALUResult[23:16])
						begin
						ALUResult[23:16]=8'hff;
						end
					ALUResult[31:24] = SrcA[30:24] + SrcB[30:24];
					ALUResult[31] = ALUResult[31] ^  (SrcA[31] ^ SrcB[31]);		
						if (SrcB[31:24] > ALUResult[31:24] || SrcA[31:24] > ALUResult[31:24])
						begin
						ALUResult[31:24]=8'hff;
						end
				end
			4'b1010:  
				begin
					ALUResult = SrcB << (SrcA[4:0]);
				end
			4'b1011:  
				begin
					ALUResult = SrcB >> (SrcA[4:0]);
				end
			4'b1100:  
				begin
					case (SrcA[4:0])
					5'b00000: ALUResult = SrcB;
					5'b00001: ALUResult =  { SrcB[31] , SrcB[31:1] };
					5'b00010: ALUResult =  { {2{SrcB[31]}} , SrcB[31:2] };
					5'b00011: ALUResult =  { {3{SrcB[31]}} , SrcB[31:3] };
					5'b00100: ALUResult =  { {4{SrcB[31]}} , SrcB[31:4] };
					5'b00101: ALUResult =  { {5{SrcB[31]}} , SrcB[31:5] };
					5'b00110: ALUResult =  { {6{SrcB[31]}} , SrcB[31:6] };
					5'b00111: ALUResult =  { {7{SrcB[31]}} , SrcB[31:7] };
					5'b01000: ALUResult =  { {8{SrcB[31]}} , SrcB[31:8] };
					5'b01001: ALUResult =  { {9{SrcB[31]}} , SrcB[31:9] };
					5'b01010: ALUResult =  { {10{SrcB[31]}} , SrcB[31:10] };
					5'b01011: ALUResult =  { {11{SrcB[31]}} , SrcB[31:11] };
					5'b01100: ALUResult =  { {12{SrcB[31]}} , SrcB[31:12] };
					5'b01101: ALUResult =  { {13{SrcB[31]}} , SrcB[31:13] };
					5'b01110: ALUResult =  { {14{SrcB[31]}} , SrcB[31:14] };
					5'b01111: ALUResult =  { {15{SrcB[31]}} , SrcB[31:15] };
					5'b10000: ALUResult =  { {16{SrcB[31]}} , SrcB[31:16] };
					5'b10001: ALUResult =  { {17{SrcB[31]}} , SrcB[31:17] };
					5'b10010: ALUResult =  { {18{SrcB[31]}} , SrcB[31:18] };
					5'b10011: ALUResult =  { {19{SrcB[31]}} , SrcB[31:19] };
					5'b10100: ALUResult =  { {20{SrcB[31]}} , SrcB[31:20] };
					5'b10101: ALUResult =  { {21{SrcB[31]}} , SrcB[31:21] };
					5'b10110: ALUResult =  { {22{SrcB[31]}} , SrcB[31:22] };
					5'b10111: ALUResult =  { {23{SrcB[31]}} , SrcB[31:23] };
					5'b11000: ALUResult =  { {24{SrcB[31]}} , SrcB[31:24] };
					5'b11001: ALUResult =  { {25{SrcB[31]}} , SrcB[31:25] };
					5'b11010: ALUResult =  { {26{SrcB[31]}} , SrcB[31:26] };
					5'b11011: ALUResult =  { {27{SrcB[31]}} , SrcB[31:27] };
					5'b11100: ALUResult =  { {28{SrcB[31]}} , SrcB[31:28] };
					5'b11101: ALUResult =  { {29{SrcB[31]}} , SrcB[31:29] };
					5'b11110: ALUResult =  { {30{SrcB[31]}} , SrcB[31:30] };
					5'b11111: ALUResult =  { {31{SrcB[31]}} , SrcB[31] };
					endcase
				end
			endcase
	end
        always @(ALUResult) 
		begin
		if (ALUResult == 0 )  
		begin
			Zero = 1;
		end else 
		begin
			Zero = 0;
		end
		end
endmodule
module andbeq(
    input   Zero,
    output reg PCSrcBeq
	); 
always@ ( Zero)
	begin
	PCSrcBeq = Zero & 1'b1;
	end
endmodule
module jaladresmaker (
	input [31:0] PCnext,
	input [25:0] JalAdres,
	output reg [31:0] PCjal
	);
always @(JalAdres,PCnext)
	begin	
	PCjal = {PCnext[31:28], JalAdres[25:0], 2'b00 };
	end
endmodule
module mux2x1_32tomem(
    input   [31:0] ALUResult,
    input   [31:0] RD,
    input          MemToReg,
    output reg [31:0] toWriteReg
	);
	 always@(ALUResult,RD,MemToReg)
	 begin
  		  if (MemToReg == 1)
	 		begin
	  		toWriteReg = RD;
			end
	 	  else 
			begin
     			toWriteReg = ALUResult;
	 	        end
	 end
endmodule
module mux2x1_5_dest(
    input   [4:0] regT,
    input   [4:0] regD,
    input          Destination,
    output reg [4:0] defiRegD
	);
	 always@(regT,regD,Destination)
	 begin
  		  if (Destination == 1)
	 		begin
	  		defiRegD = regD;
			end
	 	  else 
			begin
     			defiRegD = regT;
	 	        end
	 end
endmodule
module mux2x1_32_ALUBSrc(
    input   [31:0] SrcB,
    input   [31:0] extimm,
    input          AlluIMMe,
    output reg [31:0] SrcBtoAlu
	);
	 always@(SrcB,extimm,AlluIMMe)
	 begin
  		  if (AlluIMMe == 1)
	 		begin
	  		SrcBtoAlu = extimm;
			end
	 	  else 
			begin
     			SrcBtoAlu = SrcB;
	 	        end
	 end
endmodule
module mux_4to1_32toPC(
    input   [31:0] PCnext, PCjal, PCjr, PCbeq,
    input    PCSrcBeq, PCSrcBQ, PCSrcJr, PCSrcJal,
    output reg [31:0] PCcurrent
	); 
reg [2:0] key;
	 always@(PCnext , PCjal, PCSrcJal, PCbeq, PCSrcBeq, PCjr, PCSrcJr)
	 begin
	key=0;
	if(PCSrcBeq == 1 && PCSrcBQ == 1)
			begin	
			key = 1;
			end	
	else if ( PCSrcJr == 1 )
			begin	
			key = 2;
			end        
	else if (PCSrcJal == 1)
			begin
			key = 3;
			end	
		case (key) 
			0:
				PCcurrent = PCnext;
			1:
				PCcurrent = PCbeq;
			2:
				PCcurrent = PCjr;
			3:
				PCcurrent = PCjal;
		endcase
	 end
endmodule
module mux2x1_JALdest(
    input   [4:0] regD,
    input          PCSrcJal,
    output reg [4:0] CurrentRegD
	);
	 always@(regD,PCSrcJal)
	 begin
  		  if (PCSrcJal == 1)
	 		begin
	  		CurrentRegD = 5'b11111;
			end
	 	  else 
			begin
     			CurrentRegD = regD;
	 	        end
	 end
endmodule
module mux_2x1_32jalwrite(
    input   [31:0] toWriteReg, PCnext,
    input          PCSrcJal,
    output reg [31:0] WD3
	);
	 always@(PCnext,PCSrcJal,toWriteReg)
	 begin
  		  if (PCSrcJal == 1)
	 		begin
	  		WD3 = PCnext;
			end
	 	  else 
			begin
     			WD3 = toWriteReg;
	 	        end
	 end
endmodule
module programcounter(
	input       [31:0]  PCNext,
	input               RESET, CLK,
	output reg  [31:0]  PCcurrent
);
	initial begin
		PCcurrent = 32'h00000000;
	end
    always @(posedge CLK)
    begin
    	PCcurrent = PCNext;
	if (RESET == 1)
	    	begin
    		PCcurrent = 32'h00000000;
		end
    end
endmodule
module PCAdder(
    input   [31:0]  PCcurrent,
    output reg [31:0]  PCnext
);
    always @(PCcurrent)
    begin
    	PCnext = PCcurrent + 32'h00000004;
    end
endmodule
module PCbranc(
input [31:0] extimm, PCnext, 
input CLK,
output reg [31:0] PCbeq
		);
wire [31:0] temp;
assign temp = extimm<<2;
always@(PCnext,extimm,CLK)
	 begin
	PCbeq = temp + PCnext;
	end
endmodule
module Registers(
	input [4:0] A1, A2, A3,
	input [31:0] WD3,
	input WEreg,CLK,
	output reg [31:0] SrcA,SrcB );
	reg [31:0] Registersmem [0:31];
	initial begin
		Registersmem[0] = 32'h00000000;
		Registersmem[7] = 32'h00000000;
		Registersmem[8] = 32'h00000000;
		Registersmem[9] = 32'h00000000;
		Registersmem[10] = 32'h00000000;
		Registersmem[11] = 32'h00000000;
		Registersmem[12] = 32'h00000000;
		Registersmem[13] = 32'h00000000;
		Registersmem[14] = 32'h00000000;
		Registersmem[15] = 32'h00000000;
		Registersmem[16] = 32'h00000000;
		Registersmem[17] = 32'h00000000;
		Registersmem[18] = 32'h00000000;
		Registersmem[19] = 32'h00000000;
		Registersmem[20] = 32'h00000000;
		Registersmem[21] = 32'h00000000;
		Registersmem[22] = 32'h00000000;
		Registersmem[23] = 32'h00000000;
		Registersmem[24] = 32'h00000000;
		Registersmem[25] = 32'h00000000;
		Registersmem[29] = 32'd252;
		Registersmem[31] = 32'b0;
	end
	always  @(negedge CLK)
		begin
	SrcA = Registersmem[A1];
	SrcB = Registersmem[A2];
		end
	always @(posedge CLK)
	begin
		if (WEreg == 1) 
		begin
			Registersmem[A3] = WD3;
		end
	end
endmodule
module signext(
      input   [15:0] imm,
      output reg [31:0] extimm
		);
        always@(imm)
	 begin
			extimm = {{16{imm[15]}}, imm};
	end
endmodule
```
==> flow_summary.toml <==
# physical design summary
[power]
power_leakage_nw = 27.4
powerDensity_nw_per_um2 = 114
ir_worst_vdd_mv = 0.114

[layout]
filler_cells_inserted = 10400
post_route_cells_drive_above_1_share = 0.299
layout-area-overhead-vs-synth_pct = 16.7
most-common-layout-cells = "1024 x edfxtp_1, 683 x mux4_2, 256 x nand2_1"
lay_top_count = "edfxtp_1"

[synth]
synth-seq-cells = 1184
enable_flop_cells = 1024
avgSynthCellArea_sq_um = 13.7
yosys_warnings = 15
mappedNetlistArea_sq_um = 69000
synth_top_area_share = 0.446
synth_cell_type_count = 99
synth_chip_area_sq_um = 69000
synth-cells-yosys = 5023
asyncSetResetFlopFracSynth = 0
ys_top_cells_by_area = "edfxtp_1 45%, mux4_2 22%, ha_1 3.2%"
synth_top_cell_by_area = "edfxtp_1"
synthCells = 5023
commonest_register_cell_after_synthesis = "edfxtp_1"

[place]
port_buffers = 162
dpl.hpwl_um = 191000
gp_congestion = 1.12

[global_routing]
grt_pass1_wl_um = 419000
grt_pass1_vias = 54500
grt_antenna_before_repair = 23
total_global_routing_track_utilization = 0.475
globalRoute.totalOverflow = 0
grt_start_max_net_pins = 95

[route]
dr.pass1.iters = 11
drt_drc_violations_left = 0
drt_iter0_drc = 5442
num_vias = 52700
vias_per_cell = 7.29
finalWirelength_um = 301000
ant_nets = 0
detail_route.wl_per_cell_um = 41.6

[timing]
fin_setup_tns_ns = -32.44
fin_worst_hold_slack_ns = 0.964
worst_pin_slew_ns = 1.42
final.setup.worst_slack_ns = -1.44
final_max_slew_viol_count = 0
unclocked_pins = 64
setup_viol_count_final = 32
unrepaired_setup_endpoints_after_global_routing = "yes"
final_hold_viol_count = 0
timing.slew.headroom = 0.0480
number_of_unconstrained_endpoints = 64
worst_clock_skew_ns = 0.0867

[setup_path]
critPathCaptureType = "primary output"
critical-path-top-delay-family = "AND-OR/OR-AND gates"
crit_chain = "buf_12 -> nand2b_1 -> nor2_1 -> a22o_1 -> a221oi_1 -> nand3_1 -> o21ai_0 -> nand4b_1 -> a211oi_1 -> o211ai_1 -> o22a_2 -> dlxtn_1 -> clkdlybuf4s50_1"
critical_path.n_buffers_inverters = 2
timing.critical_path.slowest_stage_cell = "nand4b_1"
crit_path_launch_type = "flop"
worst-setup-path-type = "flop to primary output"
critical_path.max_fanout = 33
critPathMaxStageDelay_ns = 0.68
timing.critical_path.arrival_ns = 14.32
timing.critical_path.required_ns = 12.88

[status]
run_status = "finished, violations left"
violated_checks = "setup timing"

[floorplanning]
fp-utilization = 0.507
io-pin-count = 163
die.size.x_um = 373
chip_area_sq_um = 139000
core_sq_um = 136000
std_cell_rows = 135
fp.dieH_um = 373

[run]
timing.max_cap.violations = 0
warning_count = 160

[min_path]
hold_path.class = "flop to flop"

[clocking]
clock_tree_from_tritoncts = "built"
clk-insertion-delay-late_ns = 0.77
number_of_buffers_inserted_during_clock_tree_synthesis = 116
h-tree-depth = 3
cts_root_buf = "clkbuf_16"
clk_pin_slew_ns = 0.07
max-clock-path-buffers = 3
flip-flops by register name, summed over array words and instances (netlist names):
register,count
compliting_instr.redfile.Registersmem,1024
compliting_instr.Alu.ALUResult,32
compliting_instr.PC.PCcurrent,32
compliting_instr.choose_new_PC.PCcurrent,32
compliting_instr.redfile.SrcA,32
compliting_instr.redfile.SrcB,32
final cells by class:
class,instances,area (sq um),share of cell area
multi-input combinational,3378,35300,0.439
tap,1781,2230,0.0277
clock inverter,137,1010,0.0125
sequential,1184,33700,0.418
inverter,131,557,0.00691
timing repair buffer,455,4490,0.0557
timing repair inverter,5,32.5,0.000404
antenna,7,17.5,0.000218
clock buffer,146,3190,0.0396
per-layer routing:
metal  vias up  routed length [um]  share of wire  global-route usage
li1      21100                   -              -                   -
met1     25800               92600           0.31               0.584
met2      4521              128000           0.43               0.631
met3      1212               54300           0.18               0.336
met4        32               25000          0.083               0.273
met5         -                 629         0.0021              0.0250
through the flow:
step                      area (sq um)  worst slack [ns]   util  power, mW  instances
after floorplan                  69200            0.0816      -       4.95       5086
after detailed placement         74200             -2.26  0.545       6.03       6891
final                            80500             -1.44  0.592       9.19       7224
after global placement           74200             -2.30  0.545       6.04       6891
after global routing             80500             -1.50  0.591       9.45       7217
after CTS                        80000             -1.20  0.588       9.03       7203
worst reg2reg max path: stages (launching register included):
cell,delay (ns)
dfxtp_4,0.54
buf_12,0.25
buf_16,0.18
or2_2,0.34
nor2_2,0.21
buf_4,0.31
a31oi_1,0.36
a21boi_0,0.83
nand4_1,0.59
a221oi_1,0.42
o211ai_1,0.32
a21oi_1,0.39
a21oi_4,0.15
dlxtn_2,0.29
buf_4,0.13
nor4_1,0.32
nand4_1,0.27
or3_1,0.77
nand2_1,0.29
o22ai_1,0.19
a211oi_1,0.21
o21ai_0,0.11
dlxtn_1,0.26
nor2b_1,0.12
path summary, 6_finish.rpt:
path                                                  startpoint                                      endpoint  slack, ns  depth (start not counted)
worst max-delay path            compliting_instr.redfile.SrcA[4]                                 Adres_mem[14]      -1.44                         13
worst min-delay path            compliting_instr.PC.PCcurrent[0]  compliting_instr.redfile.Registersmem[26][0]       0.96                          3
worst max register to register  compliting_instr.redfile.SrcA[2]             compliting_instr.PC.PCcurrent[31]       0.13                         23
worst min register to register  compliting_instr.PC.PCcurrent[0]  compliting_instr.redfile.Registersmem[26][0]       0.96                          3
power by group:
part,switching [mW],internal (mW),total [mW]
registers,0.0889,3.41,3.50
logic,1.85,1.03,2.88
clock network,1.21,1.60,2.81
total,3.15,6.04,9.19
logic make-up (layout without fill, tap and decap cells):
logic type               count (synthesis)  after routing  synth area share
flip-flops                            1120           1120             0.474
AND-OR/OR-AND                         1106           1110             0.106
AND/OR/NAND/NOR                        998            998            0.0702
multiplexers                           904            907             0.257
buffers and inverters                  531            874            0.0303
adder cells (fa/ha/maj)                190            190            0.0348
XOR/XNOR                               109            109            0.0138
latches                                 64             64            0.0139
other                                    1             71         0.0000544
Yosys cell counts, types with 44 or more instances:
cell / instances
o22ai_1: 149
ha_1: 176
nor2b_1: 62
mux4_2: 683
nor2_1: 277
edfxtp_1: 1024
nand3_1: 81
mux2_2: 91
a211oi_1: 46
mux2i_1: 124
a22oi_1: 54
dfxtp_1: 96
buf_1: 68
buf_2: 44
inv_1: 119
nand2_1: 261
clkbuf_1: 279
o21ai_0: 212
nor3_1: 75
dlxtn_1: 64
a21oi_1: 248
xnor2_1: 69
timing repair:
item / in CTS / in global routing
hold buffers: 0 / 0
setup endpoints to repair: 62 / 33
resized: 313 / 90
gates cloned: 19 / 3
buffers inserted: 21 / 15
pin swaps: 79 / 41
No activity file was given, so power comes from the tool's default toggle rates.
